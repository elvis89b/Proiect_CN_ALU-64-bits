`flow/design.v`:
```
module bitwise_not (
  input in,
  output not_
);
  assign not_ = ~in;
endmodule
module csea_level (
  input [7:0]x,
  input [7:0]y,
  input previous_c_out,
  output [7:0]z,
  output next_c_out
);
  wire [7:0]z_0;
  wire [7:0]z_1;
  wire c_out_0;
  wire c_out_1;
  rca8 adder_0 (
    .x(x),
    .y(y),
    .c_in(1'b0),
    .z(z_0),
    .c_out(c_out_0)
  );
  rca8 adder_1 (
    .x(x),
    .y(y),
    .c_in(1'b1),
    .z(z_1),
    .c_out(c_out_1)
  );
  mux2to1 #(.w(8)) sum_mux (
    .in_0(z_0),
    .in_1(z_1),
    .sel(previous_c_out),
    .out(z)
  );
  mux2to1 #(.w(1)) carry_mux (
    .in_0(c_out_0),
    .in_1(c_out_1),
    .sel(previous_c_out),
    .out(next_c_out)
  );
endmodule
module fac (
  input x,
  input y,
  input c_in,
  output z,
  output c_out
);
  assign z = x ^ y ^ c_in;
  assign c_out = x & y | x & c_in | y & c_in;
endmodule
module ml_csea_8 #(parameter w = 64)(
  input [w-1:0]x,
  input [w-1:0]y,
  input c_in,
  output [w-1:0]z
);
  generate
    wire [((w-1)/8 - 1):0]intern_carry;
    genvar i;
    for(i = 0 ; i < (w-1)/8 ; i = i + 1) begin: instances
      if(i == 0)
        rca8 adder( .x(x[7:0]), .y(y[7:0]), .c_in(c_in), .z(z[7:0]), .c_out(intern_carry[0]) );
      else if(i == (w-1)/8 - 1)
      begin
        csea_level ml_adder( .x(x[w-2:w-9]), .y(y[w-2:w-9]), .previous_c_out(intern_carry[(w-1)/8 - 2]), .z(z[w-2:w-9]), .next_c_out(intern_carry[(w-1)/8 - 1]) );
        fac adder( .x(x[w-1]), .y(y[w-1]), .c_in(intern_carry[(w-1)/8 - 1]), .z(z[w-1]), .c_out() );
      end
      else
        csea_level ml_adder( .x(x[8*i+7:8*i]), .y(y[8*i+7:8*i]), .previous_c_out(intern_carry[i-1]), .z(z[8*i+7:8*i]), .next_c_out(intern_carry[i]) );
    end
  endgenerate
endmodule
module mux2to1 #(parameter w = 1)(
  input [w-1:0]in_0,
  input [w-1:0]in_1,
  input sel,
  output [w-1:0]out
);
  assign out = sel ? in_1 : in_0;
endmodule
module not_wordgate #(parameter w = 64)(
  input [w-1:0]in,
  output [w-1:0]NOT
);
  generate
    genvar i;
    for(i = 0 ; i < w ; i = i + 1) begin: not_gates
      bitwise_not gate(.in(in[i]), .not_(NOT[i]));
    end
  endgenerate
endmodule
module rca8 (
  input [7:0]x,
  input [7:0]y,
  input c_in,
  output [7:0]z,
  output c_out
);
  generate
    wire intern_carry[6:0];
    genvar i;
    for(i = 0 ; i < 8 ; i = i + 1) begin: instances
      if(i == 0)
        fac inst(.x(x[0]), .y(y[0]), .c_in(c_in), .z(z[0]), .c_out(intern_carry[0]));
      else if(i == 7)
        fac inst(.x(x[7]), .y(y[7]), .c_in(intern_carry[6]), .z(z[7]), .c_out(c_out));
      else
        fac inst(.x(x[i]), .y(y[i]), .c_in(intern_carry[i-1]), .z(z[i]), .c_out(intern_carry[i]));
    end
  endgenerate
endmodule
module substractor (
  input [64:0]x,
  input [64:0]y,
  output [127:0]z
);
  wire [64:0]not_y;
  not_wordgate #(.w(65)) uut_not (
    .in(y),
    .NOT(not_y)
  );
  ml_csea_8 uut_adder (
    .x(x),
    .y(not_y),
    .c_in(1'b1),
    .z(z)
  );
endmodule
```
`flow/run.sh`:
```
#!/bin/bash
# OpenROAD 26Q1-2900-gdf79404cd8, Yosys 0.63+post, stock flow scripts
make -C /OpenROAD-flow-scripts/flow DESIGN_CONFIG=/design/flow/config.mk WORK_HOME=/design/flow/orfs finish
```
`flow/constraint.sdc`:
```
current_design substractor

set clk_period 15.2
set clk_io_pct 0.2

create_clock -name clk0 -period $clk_period

set non_clock_inputs [all_inputs -no_clocks]
set_input_delay [expr $clk_period * $clk_io_pct] -clock clk0 $non_clock_inputs
set_output_delay [expr $clk_period * $clk_io_pct] -clock clk0 [all_outputs]
```
`flow/config.mk`:
```
export PLATFORM = sky130hd
export DESIGN_NAME = substractor
export DESIGN_NICKNAME = substractor
export VERILOG_FILES = /design/flow/design.v
export SDC_FILE = /design/flow/constraint.sdc
export NUM_CORES = 4
export LEC_CHECK = 1
export CORE_AREA = 10 10 136 136
export DIE_AREA = 0 0 146 146
```
==> Slide: Implementation Results <==
Synthesis and Place & Route Summary

Drt
  – Via count: 3367
  – Vias/cell: 3.85
  – Wire per inst: 12.3 µm
  – 1st-iter DRT viols: 51
  – Antenna diodes: 0
  – Pre-antenna DRT Iters: 4
  – DRC viols: 0
  – Final wirelength: 10800 µm
  – Antenna Violating Nets Remaining: 0

Floorplan
  – Pre-Place Util: 22.1%
  – Die width: 146 µm
  – Die Y: 146 µm
  – DIE AREA: 21300 µm²
  – Row count: 46
  – CORE AREA: 15700 µm²
  – Io pins: 258

Yosys
  – Synthesized area: 3470 µm²
  – Cells after synthesis: 499
  – Ys Warns: 11
  – Synth Seq Share: 0%
  – Top area cell types: ha_1 20%, buf_4 17%, inv_1 9.0%
  – Cell type with the largest total area: ha_1
  – Syn_area_per_cell: 6.95 µm²
  – Yosys cell count: 499
  – Yosys stat area: 3470 µm²
  – Area leader share: 19.8%
  – Synth cell types: 54

Global route
  – Largest net degree at the start of global routing: 8
  – Antenna violations before repair: 0
  – Vias in the first global route: 3430
  – First-pass GRT wire length: 16700 µm
  – Remaining Overflow, GRT: 0
  – Overall Global Routing Usage: 9.35%

Finish
  – Top Layout Cells: 171 x clkdlybuf4s50_1, 83 x inv_1, 71 x conb_1
  – Register area: 0 µm²
  – Non-Filler Instances: 874
  – Synth-to-layout area growth: 47.2%
  – Dominant logic cell type in the layout: clkdlybuf4s50_1
  – Layout cells sized above 1: 1.52%
  – Number of clock buffers in the layout: 0
  – FFs & Latches: 0

Critical path
  – End point of the critical path: z[46]
  – Worst setup SP type: primary input
  – Worst Path Required: 12.16 ns
  – Worst-path cell chain: clkdlybuf4s50_1 -> inv_1 -> ha_1 -> fa_1 -> fa_1 -> fa_1 -> fa_1 -> fa_1 -> fa_1 -> fa_1 -> or3_1 -> o32a_1 -> a21bo_1 -> a21oi_1 -> o21bai_1 -> a21oi_1 -> mux2_2 -> a21o_1 -> a21oi_1 -> xnor2_1 -> clkdlybuf4s50_1
  – Worst Path Arrival: 10.04 ns
  – Cell mode on critical path: fa_1
  – WS Path Type: in2out
  – Critical path's slowest cell: clkdlybuf4s50_1
  – CP endpoint kind: primary output
  – Crit-path max cell delay: 0.56 ns
  – Setup crit start: x[0]
  – Crit-path max FO: 7

Final timing
  – Slew @ Worst Pin: 0.545 ns
  – Final hold violations: 0
  – Max-slew violations: 0
  – Setup_tns: 0 ns
  – Worst setup margin: 2.12 ns
  – Final period utilization: 86.1%
  – Unrepaired setup endpoints after global routing: no
  – Max-slew headroom: 63.7%
  – Setup-failing EPs final: 0
  – Min cycle time layout: 13.08 ns
  – FMAX: 0.0764 GHz

Clocking
  – Postcts setup bufs: 0
  – CTS hold repair buffers: 0
  – Post-CTS sizing: 0

Place
  – PortBufs: 171
  – Placer Congestion: 0.805
  – Post-DP HPWL: 10100 µm
  – Placed Cells: 874
  – Pre-CTS WS: 2.03 ns

Power and ir drop
  – Pwr Density: 41.8 nW/µm²
  – Peak supply drop: 0.0223 mV
  – Static Leak: 0.00242 µW

Status
  – Status: finished clean

Worst hold path
  – HP Class: in2out

Job
  – Max-cap viol count: 0
  – Count of tool warnings: 54
==> area by class of cell <==
class,count,area [µm²]
Inverter,85,319
Tap cell,216,270
Fill cell,1646,10600
Multi-Input combinational cell,402,2800
Timing Repair Buffer,171,1710
==> critical path, delay by kind of cell <==
family	cells	cell delay [ns]
buf+inv	3	1.05
fa+ha+maj	8	3.04
xor+xnor	1	0.17
simple gates	1	0.39
mux	1	0.41
compound gates	7	1.94
==> metrics by stage <==
stage               power, µW  utilization [%]  hold slack [ns]  area, µm²
floorplan                 108                -             6.23       3730
global placement          219             32.5             7.08       5100
finish                    213             32.5             7.06       5100
CTS                       220             32.5             7.08       5100
global route              241             32.5             7.12       5100
detailed placement        218             32.5             7.08       5100
==> logic make-up after synthesis <==
logic type	count (synthesis)	share of synthesized area, %
buf+inv	167	26.7
compound gates	113	21.0
simple gates	105	15.0
fa+ha+maj	62	23.9
xor+xnor	47	11.9
mux	4	1.37
other cells	1	0.108
==> power breakdown <==
group          switching (µW)  total (µW)  internal, µW
clock                       0           0             0
sequential                  0           0             0
combinational            77.3         213           136
==> routing by layer <==
metal / part of all wire, % / vias up / global-route usage, %
li1: - / 1821 / -
met4: 0 / 0 / 0
met5: 0 / - / 0
met3: 8.5 / 0 / 3.22
met1: 45 / 1416 / 11.8
met2: 46 / 130 / 16.1
==> cells in the mapped netlist (all sizes together) (2+ instances only) <==
| master | number |
|---|---|
| a211oi | 4 |
| a21o | 8 |
| a21oi | 38 |
| a31oi | 5 |
| buf | 80 |
| clkbuf | 2 |
| fa | 7 |
| ha | 55 |
| inv | 85 |
| mux2 | 3 |
| nand2 | 15 |
| nand2b | 26 |
| nand3 | 4 |
| nor2 | 36 |
| nor2b | 3 |
| nor3 | 8 |
| o211ai | 3 |
| o21a | 4 |
| o21ai | 23 |
| o21bai | 8 |
| o22ai | 3 |
| o311a | 2 |
| o31a | 2 |
| o31ai | 2 |
| or2 | 3 |
| or3 | 5 |
| xnor2 | 31 |
| xor2 | 16 |
==> worst min path at each step <==
stage,startpoint,endpoint,cells after the start
4_1_cts,x[0],z[0],5
5_1_grt,x[0],z[0],5
6_report,x[0],z[0],5
Power figures rest on the tool's default switching activity, not on a simulated workload.
