File: /design/flow/config.mk
export PLATFORM = sky130hd
export DESIGN_NAME = sh_reg
export DESIGN_NICKNAME = sh_reg
export VERILOG_FILES = /design/flow/design.v
export SDC_FILE = /design/flow/constraint.sdc
export NUM_CORES = 4
export LEC_CHECK = 1
export CORE_UTILIZATION = 40
File: /design/flow/run.sh
#!/bin/bash
# OpenROAD 26Q1-2900-gdf79404cd8, Yosys 0.63+post, stock flow scripts
make -C /OpenROAD-flow-scripts/flow DESIGN_CONFIG=/design/flow/config.mk WORK_HOME=/design/flow/orfs finish
File: /design/flow/design.v
module sh_reg #(parameter w = 64, parameter d = 1)(
  input clk,
  input rst_b,
  input load,
  input sh,
  input [2:0]sh_mode,
  input [d-1:0]sh_in,
  input [w-1:0]in,
  output reg [w-1:0]q
);
  reg [w-1:0]qq;
  initial begin
    qq = 0;
  end
  always @(posedge clk) begin
    if(load)
      qq = in;
    if(sh)
      case(sh_mode)
        3'b000: qq = {qq[w-1-d:0], {d{1'b0}}};  
        3'b001: qq = {{d{1'b0}}, qq[w-1:d]};  
        3'b010: qq = {qq[w-1-d:0], {d{1'b0}}};  
        3'b011: qq = {{d{qq[w-1]}}, qq[w-1:d]};  
        3'b100: qq = {qq[w-1-d:0], qq[w-1:w-d]};  
        3'b101: qq = {qq[d-1:0], qq[w-1:d]};  
        3'b110: qq = {qq[w-1-d:0], sh_in};  
        3'b111: qq = {sh_in, qq[w-1:d]};  
      endcase
  end
  always @(posedge clk or negedge rst_b) begin
    if(!rst_b)
      q <= {w{1'b0}};
    else
      q <= qq;
  end
endmodule
File: /design/flow/constraint.sdc
current_design sh_reg

set clk_period 1.9
set clk_io_pct 0.2

create_clock -name clk0 -period $clk_period [get_ports {clk}]

set non_clock_inputs [all_inputs -no_clocks]
set_input_delay [expr $clk_period * $clk_io_pct] -clock clk0 $non_clock_inputs
set_output_delay [expr $clk_period * $clk_io_pct] -clock clk0 [all_outputs]
==> results.py <==
# Physical implementation metrics
metrics = {
    "power": {
        "power_per_cell_area_nw_per_um2": 1050,
        "p_leak_nw": 3.30,
        "ir_drop_uv": 545,
    },
    "routing": {
        "drc": 0,
        "num_vias": 3463,
        "ant_nets": 0,
        "dr.pass1.iters": 4,
        "drt-initial-drc-count": 220,
        "drt-wirelength-per-cell_um": 14.4,
        "drt_wl_total_mm": 10.7,
        "diodes": 0,
        "vias_per_cell": 4.66,
    },
    "floorplanning": {
        "die_w_um": 117,
        "ios": 136,
        "die-area_um2": 13700,
        "rows": 41,
        "core-area_um2": 12800,
        "initCoreUtil_pct": 41.4,
        "dieHeight_um": 117,
    },
    "logic_synthesis": {
        "synth_flops": 128,
        "largest_area_cell": "dfrtp_1",
        "postSynthCellCount": 418,
        "syn_area_um2": 5290,
        "yosysWarnings": 1,
        "yosys.area.top_type_share_pct": 30.3,
        "async_reset_ff_share_pct": 50.0,
        "top_cells_by_count": "a21oi_1, dfrtp_1, dfxtp_1, nor2_1, mux2i_1",
        "yosys_most_used_dff": "dfxtp_1",
        "synth-edff-count": 0,
        "synth_area_per_cell_um2": 12.7,
        "synth_seq_share_pct": 54.5,
        "yosys-stat-area_um2": 5290,
        "area_leaders": "dfrtp_1, dfxtp_1, mux2_4",
        "ys_cells": 418,
        "synth_cell_types": 20,
    },
    "worst_setup_path": {
        "worstReg2RegStart": "qq[63]",
        "startpoint": "q[62]",
        "cp-end-kind": "output port",
        "cp_top_family": "buffers and inverters",
        "ff2ff_setup_slack_ns": 0.90,
        "worst_path_max_delay_cell": "clkdlybuf4s50_1",
        "cpPeakStageDelay_ns": 0.48,
        "crit_path_max_fanout": 1,
        "cp.buffers_inverters": 1,
        "cp-start-kind": "flip-flop",
        "worstSetupPathType": "reg2out",
        "cp.required_ns": 1.52,
        "crit_arrival_ns": 1.23,
        "path_cells": "clkdlybuf4s50_1",
    },
    "clock_network": {
        "post-cts-setup-buffers": 0,
        "htree_levels": 4,
        "cts_resized": 0,
        "numCtsBuffers": 17,
        "clock_sinks": 128,
        "root_buffer": "clkbuf_16",
        "insertion_delay_ns": 0.40,
        "hold_buffers": 2,
        "cts_max_path_buffers": 2,
        "clk_pin_slew_ns": 0.05,
        "cts_tree": "done",
    },
    "final_timing": {
        "finalSetupViolCount": 0,
        "worst_pin_slew_ns": 0.305,
        "slew_headroom_pct": 79.7,
        "max_freq_mhz": 620,
        "fin_crit_sh_pct": 84.9,
        "finalMaxSlewViolations": 0,
        "finalHoldViolations": 0,
        "fin_tns_setup_ns": 0,
        "rsz0062_at_grt": "false",
        "fin_crit_ns": 1.61,
        "setup_ws_ns": 0.288,
        "clock_skew_ns": 0.00629,
    },
    "finish": {
        "fin_cells": 743,
        "drive_gt1_share_pct": 19.1,
        "syn_to_final_growth_pct": 40.7,
        "final_util_pct": 58.3,
    },
    "place": {
        "place_inst": 709,
        "gp_congestion": 0.815,
        "preCtsSetupSlack_ns": 0.192,
        "portBuffers": 135,
        "dp_hpwl_mm": 7.07,
    },
    "run": {
        "maxCapViolCount": 0,
        "warnings": 25,
    },
    "global_routing": {
        "gr-total-overflow": 0,
        "grt_pass1_wl_mm": 17.1,
        "grt_pass1_vias": 3368,
        "antenna_found_initial": 0,
        "grt_use_total_pct": 16.7,
        "grt_max_degree": 43,
    },
    "hold_path": {
        "holdCritPathClass": "reg2reg",
        "hp-start": "qq[2]",
    },
    "status": {
        "status": "complete, no violations",
    },
}
worst paths after layout:
| path | to | cells after the start |
|---|---|---|
| setup / recovery | q[62] | 1 |
| hold / removal | q[2] | 0 |
| setup reg to reg | qq[0] | 3 |
| hold reg to reg | q[2] | 0 |
| max in group asynchronous | q[16] | 3 |
| min in group asynchronous | q[47] | 3 |
stage by stage:
| step | cell area (µm²) | total power [mW] | hold WS [ns] |
|---|---|---|---|
| after global placement | 6810 | 4.60 | 0.334 |
| final | 7450 | 7.84 | 0.341 |
| after global routing | 7450 | 8.25 | 0.347 |
| after CTS | 7450 | 7.93 | 0.342 |
| after floorplan | 5290 | 3.91 | 0.0844 |
| after detailed placement | 6810 | 4.60 | 0.334 |
where the power goes:
group	total (mW)	switching (mW)	internal, mW
registers	3.24	0.147	3.09
clock network	3.28	1.11	2.16
logic	1.33	0.455	0.871
total	7.84	1.72	6.13
registers in the layout, summed over array words and instances (netlist names):
signal and count:
qq 64, q 64
cell type report:
cell class,instances,area [µm²]
tap,172,215
fill,1016,5330
inverter,2,8.76
clock buffer,23,478
sequential,128,2880
clock inverter,9,131
timing repair buffer,148,1560
multi-input combinational,261,2170
routing by layer:
layer | GRT usage [%] | part of all wire (%) | vias to the layer above
li1 | - | - | 1735
met1 | 26.8 | 49 | 1601
met2 | 23.9 | 43 | 120
met3 | 5.09 | 7.2 | 7
met4 | 1.77 | 0.85 | 0
met5 | 0 | 0 | -
logic make-up (layout without fill, tap and decap cells):
logic type	Yosys count	in the layout	synth area share (%)
DFF	128	128	54.5
muxes	126	126	29.6
and+or+nand+nor	68	68	5.03
AOI/OAI and AO/OA	67	67	6.45
buffers and inverters	29	182	4.47
cell usage in the layout (no fill, tap or decap), types with 3 or more instances in the layout:
cell type        instances
dfxtp_1                 64
bufinv_16                3
mux2_2                   4
buf_12                   9
a21oi_1                 64
clkdlybuf4s50_1        132
mux2i_1                 62
mux2_4                  60
nor2_1                  64
dfrtp_1                 64
clkbuf_16               17
clkbuf_1                 3
buf_4                    6
clkinvlp_4               3
clkinv_2                 3
clkbuf_8                 3
Power is estimated from default activity; no workload was simulated.
